==> flow/design.v <==
module adder(A, B, C, D, S1, S0,clk);
input clk;
input [2:0]A, B, C, D;
output reg[2:0]S1, S0;
wire [4:0]S;
assign S = A + B + C + D;
always@(posedge clk)
begin
  S0 <= S % 10;
  S1 <= S / 10;
end
endmodule
==> flow/run.sh <==
#!/bin/bash
# OpenROAD 26Q1-2900-gdf79404cd8, Yosys 0.63+post, stock flow scripts
make -C /OpenROAD-flow-scripts/flow DESIGN_CONFIG=/design/flow/config.mk WORK_HOME=/design/flow/orfs finish
==> flow/config.mk <==
export PLATFORM = sky130hd
export DESIGN_NAME = adder
export DESIGN_NICKNAME = adder
export VERILOG_FILES = /design/flow/design.v
export SDC_FILE = /design/flow/constraint.sdc
export NUM_CORES = 4
export LEC_CHECK = 1
export CORE_AREA = 10 10 70 70
export DIE_AREA = 0 0 80 80
==> flow/constraint.sdc <==
current_design adder

set clk_period 4.0
set clk_io_pct 0.2

create_clock -name clk0 -period $clk_period [get_ports {clk}]

set non_clock_inputs [all_inputs -no_clocks]
set_input_delay [expr $clk_period * $clk_io_pct] -clock clk0 $non_clock_inputs
set_output_delay [expr $clk_period * $clk_io_pct] -clock clk0 [all_outputs]
==> results.sh <==
# yosys + openroad results
export IMPL_ys_cells=64
export IMPL_grtUsageTotal_pct=3.30
export IMPL_slowest_delay_ns=0.55
export IMPL_io_buffers=17
export IMPL_layout_top_cells="16 x clkdlybuf4s50_1, 10 x inv_1, 8 x buf_4, 6 x nand2_1"
export IMPL_min_delay_path_class="in2reg"
export IMPL_finalCritPeriodShare_pct=96.7
export IMPL_syn_cell_area_um2=551
export IMPL_h_tree_depth=1
export IMPL_highest_layer="met4"
export IMPL_cts_sinks=5
export IMPL_numPlacedInstances=132
export IMPL_ys_seq_share_pct=18.2
export IMPL_cap_viol_max_count=0
export IMPL_fmax_ghz=0.259
export IMPL_routed_via_density=3.72
export IMPL_met1_length_um=477
export IMPL_clockBufferDepth=2
export IMPL_wl_um=1110
export IMPL_tool_warnings=25
export IMPL_drc=0
export IMPL_p_per_area_nw_per_um2=508
export IMPL_slowest_stage="fa_2"
export IMPL_min_period_ns=3.87
export IMPL_startpoint_type="input pin"
export IMPL_area_growth_pct=60.7
export IMPL_holdPathStages=2
export IMPL_hold_buffers=0
export IMPL_worst_setup_path_type="in2reg"
export IMPL_synth_cells=64
export IMPL_antenna_found_initial=0
export IMPL_fp_dieW_um=80
export IMPL_drt_iter0_markers=34
export IMPL_peakVddDrop_uv=98.5
export IMPL_path_max_fanout=10
export IMPL_antennaDiodeCount=0
export IMPL_layout_setup_ws_ns=0.133
export IMPL_drive_above_1_share_pct=25.0
export IMPL_grt_start_max_net_pins=11
export IMPL_routed_via_count=513
export IMPL_final_hold_viol_count=0
export IMPL_post_layout_nonfiller_instances=138
export IMPL_place_ws_ns=-0.272
export IMPL_ys_ff=5
export IMPL_die_y_um=80
export IMPL_critPathRequiredTime_ns=4.16
export IMPL_ys_warnings_count=1
export IMPL_core_area_um2=3420
export IMPL_yosysUniqueCellTypes=26
export IMPL_nFillCells=372
export IMPL_synth_avg_cell_area_um2=8.60
export IMPL_rsz0062_at_grt="no"
export IMPL_hold_end="S0[0]"
export IMPL_maxSlewViolCount=0
export IMPL_firstDrtPassIters=4
export IMPL_whs_ns=1.17
export IMPL_hold_start="D[0]"
export IMPL_cts_root_buf="clkbuf_4"
export IMPL_detail_route_antenna_nets=0
export IMPL_cts_made_buffers=3
export IMPL_grt_pass1_wl_um=1810
export IMPL_ys_chip_area_um2=551
export IMPL_arrival_ns=4.02
export IMPL_grt_pass1_vias=460
export IMPL_dpl_hpwl_um=988
export IMPL_fp_utilization_pct=16.1
export IMPL_fp_row_count=21
export IMPL_clkTransAtPathRegs_ns=0.04
export IMPL_dr_wl_met2_um=504
export IMPL_status="finished clean"
export IMPL_die_area_um2=6400
export IMPL_io_pins=19
export IMPL_p_leak_uw=0.000415
export IMPL_place_congestion=0.767
export IMPL_end_kind="register"
export IMPL_layout_top_cell="clkdlybuf4s50_1"
export IMPL_wl_met3_um=118
export IMPL_wire_per_inst_um=8.07
export IMPL_finalSetupViolCount=0
export IMPL_grt_ovfl_total=0
export IMPL_cp_cell_sequence="clkdlybuf4s50_1, inv_2, fa_1, fa_1, inv_1, ha_2, inv_2, fa_2, buf_6, clkinv_1, or3_1, a211o_1, a32oi_1"
export IMPL_cts_tree="done"
==> flip-flops by register name, summed over array words and instances, names as in the netlist <==
name / flops
S1: 2
S0: 3
==> repair_timing <==
item | in CTS | in global routing
cloned | 0 | 0
pin swaps | 0 | 9
setup buffers | 1 | 1
endpoints found under the setup margin | 2 | 3
gates resized | 1 | 8
==> logic make-up (layout without fill, tap and decap cells) <==
family	Yosys count	after routing	share of synthesized area, %
fa+ha+maj	11	11	33.2
simple gates	13	13	10.0
flops	5	5	18.2
other cells	1	1	0.681
compound gates	15	15	21.4
mux	1	1	2.73
buf+inv	17	45	12.3
xor+xnor	1	1	1.59
==> final cells by class <==
class	count	area, µm²	share of cell area (%)
clock buffer	4	26.3	2.97
inverter	15	56.3	6.36
multi-input combinational	42	400	45.3
sequential	5	100	11.3
tap	46	57.6	6.51
timing repair buffer	26	244	27.6
==> power breakdown <==
part | switching [µW] | leakage [µW] | total, µW | internal (µW)
logic | 137 | 0.000358 | 315 | 179
clock network | 19.1 | 0.0000150 | 56.7 | 37.6
registers | 4.30 | 0.0000421 | 77.2 | 72.9
total | 160 | 0.000415 | 449 | 289
==> metrics by stage <==
stage / TNS (ns) / area (µm²) / utilization [%] / total power (µW)
after floorplan: 0 / 551 / - / 241
after global placement: -0.656 / 820 / 24.0 / 354
after detailed placement: -0.703 / 820 / 24.0 / 360
after CTS: 0 / 861 / 25.2 / 437
after global routing: 0 / 885 / 25.9 / 494
final: 0 / 885 / 25.9 / 449
==> per-layer routing <==
layer  up-vias  global-route usage [%]
li1        262                       -
met1       232                    3.82
met2        17                    5.46
met3         2                    1.25
met4         0                    1.06
met5         -                       0
==> worst max-delay path, delay by kind of cell <==
family | cells | cell delay, ns
buffers and inverters | 6 | 0.83
AND-OR/OR-AND | 2 | 0.45
AND/OR/NAND/NOR | 1 | 0.30
adder cells (fa/ha/maj) | 4 | 1.64
==> synthesized netlist by cell type <==
library cell  number  area share (%)
a21o_1             2             2.7
a32oi_1            1             1.6
nand2_1            6             4.1
mux2_4             1             2.7
inv_2              1            0.68
nand2b_1           1             1.1
fa_1               6              22
conb_1             1            0.68
a21oi_4            1             3.0
xor2_1             1             1.6
a211o_1            2             3.2
inv_1             13             8.9
ha_1               5              11
o221ai_1           1             1.6
buf_4              1             1.4
clkinv_1           1            0.68
nor2_1             4             2.7
a21oi_1            3             2.7
a211oi_1           1             1.4
o21ai_0            2             1.8
a31oi_1            1             1.1
clkbuf_1           1            0.68
nand3_1            1            0.91
a211oi_2           1             2.3
dfxtp_1            5              18
or3_1              1             1.1
==> worst max-delay path by stage <==
stage                 slack, ns  cells past startpoint  start    end
final                      0.13                     13   B[1]  S0[1]
after CTS                  0.03                     15   A[1]  S0[2]
after global routing     0.0006                     15   B[1]  S0[2]
Power is estimated from default activity; no workload was simulated.
