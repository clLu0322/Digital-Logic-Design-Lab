### config.mk
export PLATFORM = sky130hd
export DESIGN_NAME = bcdcnt
export DESIGN_NICKNAME = bcdcnt
export VERILOG_FILES = /design/flow/design.v
export SDC_FILE = /design/flow/constraint.sdc
export NUM_CORES = 4
export LEC_CHECK = 1
export CORE_AREA = 10 10 73 73
export DIE_AREA = 0 0 83 83
### constraint.sdc
current_design bcdcnt

set clk_period 2.7
set clk_io_pct 0.2

create_clock -name clk0 -period $clk_period [get_ports {clk}]

set non_clock_inputs [all_inputs -no_clocks]
set_input_delay [expr $clk_period * $clk_io_pct] -clock clk0 $non_clock_inputs
set_output_delay [expr $clk_period * $clk_io_pct] -clock clk0 [all_outputs]
### design.v
module bcdcnt(inc, dec, clr, clk, bcd0, bcd1);
  input inc,dec,clk,clr;
  output [3:0] bcd0,bcd1;
  reg [3:0] tmp0,tmp1;
  always@(posedge clk)
  begin
    if(clr == 0)begin
	   tmp0 <= 4'h0; tmp1 <= 4'h0;
		end
	 else if(inc == 1)begin
	   if(tmp0 < 9)
		  tmp0 <= tmp0 + 1;
		else if (tmp1 < 9)begin
		  tmp1 <= tmp1 +1;
		  tmp0 <= 0;
		  end
	 end
	 else if (dec == 1)begin
	   if(tmp0 > 0)
		  tmp0 <= tmp0 - 1;
		else if (tmp1 > 0)begin
		  tmp1 <= tmp1 -1;
		  tmp0 <= 9;
		  end
	 end
  end
  assign bcd0 = tmp0;
  assign bcd1 = tmp1;
endmodule
### run.sh
#!/bin/bash
# OpenROAD 26Q1-2900-gdf79404cd8, Yosys 0.63+post, stock flow scripts
make -C /OpenROAD-flow-scripts/flow DESIGN_CONFIG=/design/flow/config.mk WORK_HOME=/design/flow/orfs finish
==> results.cfg <==
; flow metrics
[outcome]
status = finished, final reports clean

[worst_setup_path]
worst-setup-path-type = input pin to flop
slowest_delay_ps = 480
setup.worst_path.end_class = flop
path_buffers = 2
cp.arrival_ps = 2220
worst_path_most_repeated_cell = a21oi_1
path_cells = clkdlybuf4s50_1, inv_1, ha_1, a21oi_1, a21oi_1, a2bb2oi_1, o221a_2
slowest_stage = clkdlybuf4s50_1
cp.required_ps = 2820
worstSetupStartpointType = input pin
critPathTopFamily = AND-OR/OR-AND gates
reg2reg_slack_ps = 750
path_max_fanout = 6

[clock_tree]
post-cts-setup-buffers = 0
cts_buffers = 3
ctsResizeCount = 0
tritoncts = built
cts-htree-levels = 1
cts-root-buf = clkbuf_8
clock_sinks = 8
clk_path_buf_depth = 2
ctsHoldBuffers = 0
clock.latency.late_pin_ps = 230
clk_pin_slew_ps = 40

[floorplan]
coreArea_mm2 = 0.00374
die_h_um = 83
initCoreUtil_pct = 20.1
die_area_mm2 = 0.00689
rows = 22
io_pins = 12
die_w_um = 83

[placed_design]
gp_congestion = 0.860
port_buffers = 11
dp.final_hpwl_um = 1490

[global_routing]
antenna_found_initial = 0
grt_use_total_pct = 5.34
grt_pass1_vias = 697
grt.overflow.total = 0
grt_max_degree = 16
grt_pass1_wl_um = 3310

[final_timing]
setup_viol = 0
slew_violations = 0
worst_pin_slew_ps = 517
min_period_ps = 2100
clock-skew-final_ps = 0.182
grt_setup_unrepaired = no
finalCritPeriodShare_pct = 77.9
hold_viol_final = 0
fmax_mhz = 476
finalSetupTns_ps = 0
max_slew_margin_pct = 65.5

[detailed_routing]
drc_errors = 0
diodes = 0
ant_nets = 0
routed_via_density = 4.93
finalWirelength_um = 1970
first_pass_iters = 4
first_iter_violations = 40
wire_per_inst_um = 13.0
route.vias.total = 750

[logic_synthesis]
most_common_cell = dfxtp_1
synth_flops = 8
async_flop_share_pct = 0
edf_count = 0
netlist_area_um2 = 753
yosys-stat-area_um2 = 753
area_leaders = dfxtp_1 (21%), ha_1 (8.3%), a21oi_1 (4.0%)
top_cell_area_share_pct = 21.3
postSynthSeqShare_pct = 21.3
yosysWarnings = 1
flop_cell = dfxtp_1
common_cells = dfxtp_1 (8), inv_1 (7), nand2_1 (7)
yosys.cell_types.count = 43
yosys_cells = 91
syn_inst = 91
top_area_cell = dfxtp_1
postSynthAreaPerCell_um2 = 8.28

[power]
p_seq_share_pct = 29.3
ir_drop_mv = 0.350
p_int_mw = 0.432
power.density_mw_per_mm2 = 737
leakagePower_nw = 0.386
p_total_mw = 0.710
p_clk_share_pct = 20.4
p_switching_mw = 0.278
p_comb_share_pct = 50.3
swShare_pct = 39.2

[cells_and_area]
syn_to_final_growth_pct = 27.9
final_layout_size_suffix_gt1_share_pct = 12.5

[hold_path]
hold_class = flop to flop

[run]
max-cap-violations = 0
warnings = 27
cell families (layout without fill, tap and decap cells):
family          Yosys count  in the layout  synth area share, %
xor+xnor                  1              1                 1.16
flops                     8              8                 21.3
mux                       1              1                 1.33
compound gates           33             33                 33.6
simple gates             33             33                 27.1
buf+inv                   9             22                 4.65
fa+ha+maj                 6              6                 11.0
metrics by stage:
stage               cell area, um2  cells  hold slack (ps)  worst slack, ps  utilization, %
finish                         963    152              566              598            25.7
CTS                            963    152              563              612            25.7
detailed placement             922    149              557              383            24.6
floorplan                      753     91              492              975               -
global route                   963    152              612              534            25.7
global placement               922    149              550              436            24.6
power by group through the flow:
| stage | Combinational, mW | Clock [mW] | Sequential (mW) |
|---|---|---|---|
| after CTS | 0.357 | 0.147 | 0.208 |
| after global routing | 0.397 | 0.155 | 0.217 |
| final | 0.357 | 0.145 | 0.208 |
final cells by class:
| cell class | count | area [um2] |
|---|---|---|
| Multi-Input combinational cell | 74 | 558 |
| Timing Repair Buffer | 12 | 118 |
| Fill cell | 419 | 2780 |
| Tap cell | 48 | 60.1 |
| Sequential cell | 8 | 160 |
| Clock buffer | 3 | 41.3 |
| Inverter | 7 | 26.3 |
sequential cells by signal (all words and copies together), names as in the netlist:
register,flops
tmp0,4
tmp1,4
per-layer routing:
layer | up-vias | global-route usage [%] | part of all wire [%] | routed length (um)
met2 | 19 | 9.22 | 49 | 962
met3 | 2 | 0.591 | 2.8 | 56
met5 | - | 0 | 0 | 0
li1 | 376 | - | - | -
met1 | 353 | 7.06 | 47 | 920
met4 | 0 | 0.769 | 1.7 | 34
path summary, 6_finish.rpt:
kind,from,depth (start not counted),end
worst max register to register,tmp0[0],6,tmp0[2]
worst min register to register,tmp1[2],2,tmp1[2]
worst max-delay path,inc,7,tmp1[3]
worst min-delay path,tmp1[2],2,tmp1[2]
tightest hold or removal path, delay by kind of cell (launching register included):
family / cells / cell delay (ps)
DFF: 1 / 370
buffers and inverters: 1 / 90
AOI/OAI and AO/OA: 1 / 50
cells in the final DEF (no fill, tap or decap), types with 2 or more instances in the layout:
master / netlist / routed
clkbuf_8: 0 / 3
o31ai_1: 2 / 2
o21ai_0: 3 / 3
or3_1: 2 / 2
nand2b_1: 3 / 3
a21o_1: 2 / 2
nand3_1: 3 / 3
dfxtp_1: 8 / 8
and3_1: 2 / 2
o21bai_1: 2 / 2
a21oi_1: 6 / 6
ha_1: 5 / 5
nor2_1: 5 / 5
a211oi_1: 3 / 3
a31oi_1: 4 / 4
nand2_1: 7 / 7
inv_1: 7 / 7
clkdlybuf4s50_1: 0 / 11
Power and IR drop assume default switching activity.
