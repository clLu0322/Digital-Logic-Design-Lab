==> flow/design.v <==
module CNT_dn(en, clk, out);
input en, clk;
output reg [3:0]out;
always@(posedge clk)begin
  if(en == 1)begin  
     if(out > 4'b0)
       begin out = out - 1;end
	  else
	    begin out = 9; end
  end else 
     begin out = out;end
end
initial begin
 out = 4'b1001; 
 end
endmodule
==> flow/run.sh <==
#!/bin/bash
# OpenROAD 26Q1-2900-gdf79404cd8, Yosys 0.63+post, stock flow scripts
make -C /OpenROAD-flow-scripts/flow DESIGN_CONFIG=/design/flow/config.mk WORK_HOME=/design/flow/orfs finish
==> flow/config.mk <==
export PLATFORM = sky130hd
export DESIGN_NAME = CNT_dn
export DESIGN_NICKNAME = CNT_dn
export VERILOG_FILES = /design/flow/design.v
export SDC_FILE = /design/flow/constraint.sdc
export NUM_CORES = 4
export LEC_CHECK = 1
export CORE_AREA = 10 10 70 70
export DIE_AREA = 0 0 80 80
==> flow/constraint.sdc <==
current_design CNT_dn

set clk_period 1.9
set clk_io_pct 0.2

create_clock -name clk0 -period $clk_period [get_ports {clk}]

set non_clock_inputs [all_inputs -no_clocks]
set_input_delay [expr $clk_period * $clk_io_pct] -clock clk0 $non_clock_inputs
set_output_delay [expr $clk_period * $clk_io_pct] -clock clk0 [all_outputs]
==> job_summary.md <==
### Metrics collected by this job

| Metric | Value |
|---|---|
| Most frequent cells in the layout | `clkdlybuf4s50_1 (5), edfxtp_1 (4), inv_1 (3), clkbuf_4 (3)` |
| Yosys Warn Count | `1` |
| Aoi share | `12.0%` |
| Pins Over Slew Limit | `0` |
| Core Area | `3420 sq um` |
| Routed WL | `432 microns` |
| Final Critical Period | `1.55 ns` |
| WL per Instance | `6.00 microns` |
| Die ar. | `6400 sq um` |
| Clk buf depth | `2` |
| Mux cell area share | `0%` |
| DRC Markers | `0` |
| Area delta synth->final | `62.7%` |
| Worst Skew | `0.000497 ns` |
| Fp util | `6.08%` |
| Total setup buffers inserted after CTS | `0` |
| Hold buffer count at CTS | `0` |
| YS chip area | `208 sq um` |
| DRT antenna net count | `0` |
| CP arrival | `1.17 ns` |
| Chip Height | `80 microns` |
| # resized after CTS | `0` |
| Drt via density | `2.10` |
| Clock sinks | `4` |
| Pwr Density | `819 nW/um^2` |
| Latency at later pin | `0.23 ns` |
| Log Warnings | `25` |
| Pin count of the biggest net entering global routing | `8` |
| WP data required | `1.52 ns` |
| Crit path kind | `register to output pin` |
| Reg clk slew, reported paths | `0.04 ns` |
| Global-route wire length before repair | `772 microns` |
| Final Cycle Share | `81.8%` |
| Port bufs | `5` |
| Mapped Area | `208 sq um` |
| Simple-gate share of the synthesized area | `18.7%` |
| Initial antenna violation count | `0` |
| Register area share after synthesis | `57.8%` |
| Worst-margin pin slew | `0.199 ns` |
| Synth Instances | `18` |
| IO Pins | `6` |
| Fmax | `644 MHz` |
| Most frequent logic cell in the layout | `clkdlybuf4s50_1` |
| XOR/XNOR share of the synthesized area | `0%` |
| Number of diodes | `0` |
| Setup TNS | `0 ns` |
| Run status | `finished clean` |
| Leak pwr | `0.000120 uW` |
| Mean post-synth cell area | `11.5 sq um` |
| Worst path slowest cell | `clkdlybuf4s50_1` |
| Worst-path fanout max | `7` |
| DRT iter0 DRCs | `4` |
| Post-synthesis register bit count | `4` |
| Via count | `151` |
| Yosys cell count | `18` |
| Hold Vio Cnt, Final | `0` |
| Max H-tree Level | `1` |
| Routability congestion estimate | `0.680` |
| Worst path buffer plus inverter count | `1` |
| Root Buffer | `clkbuf_4` |
| Layout cells sized above 1 | `11.5%` |
| Crit path launch type | `register` |
| Finished Layout Cells | `72` |
| Max FFs per register | `4` |
| CTS tree | `yes` |
| Final setup vio count | `0` |
| Dpl cells | `69` |
| Adder Share, Synth | `6.02%` |
| Total GRT Usage | `1.58%` |
| 1st-pass router iterations | `4` |
| Critical path, cell by cell | `clkdlybuf4s50_1` |
| Synth unique cells | `10` |
| Power Total | `277 uW` |
| Worst path top cell family by delay | `buffers and inverters` |
| Crit. End Element | `output pin` |
| Maximum capacitance violations | `0` |
| Hold Path Class | `register to register` |
| Max-slew headroom | `86.7%` |
| Unrepaired setup endpoints after global routing | `no` |
| Die W | `80 microns` |
| Peak VDD IR | `0.000133 V` |
| Dominant comb cell | `simple AND/OR/NAND/NOR gates` |
| Global route overflow | `0` |
| Vias in the first global route | `166` |
| Placement row count | `21` |
| Num CTS Buffers | `3` |
| Worst path max stage delay | `0.51 ns` |
-- through the flow --
step	hold WS [ns]	area, sq um	setup slack, ns	util (%)
finish	0.647	338	0.346	9.89
global route	0.684	338	0.265	9.89
CTS	0.655	338	0.332	9.89
detailed placement	0.644	315	0.530	9.23
global placement	0.634	315	0.557	9.23
floorplan	0.492	208	0.616	-
-- path summary, 6_finish.rpt --
kind | start | endpoint | slack (ns) | cells past startpoint
min reg2reg | out[0] | out[0] | 0.65 | 1
min | out[0] | out[0] | 0.65 | 1
max reg2reg | out[2] | out[3] | 0.53 | 2
max | out[3] | out[3] | 0.35 | 1
-- logic make-up after synthesis --
logic type / Yosys count
AND/OR/NAND/NOR: 6
AND-OR/OR-AND: 4
flip-flops: 4
buffers and inverters: 3
adder cells (fa/ha/maj): 1
-- cell type report --
class                           count  area (sq um)
Clock buffer                        3          22.5
Multi-Input combinational cell     11          76.3
Tap cell                           46          57.6
Inverter                            3          11.3
Sequential cell                     4           120
Timing Repair Buffer                5          50.0
Fill cell                         404          3080
-- synth_stat cells --
master	instances	area share, %
a21oi_1	1	2.4
edfxtp_1	4	58
ha_1	1	6.0
inv_1	3	5.4
nand2b_1	1	3.0
nor2_1	2	3.6
o21ai_0	2	4.8
o311a_1	1	4.8
or2b_1	2	7.2
or4b_1	1	4.8
-- layer usage --
metal	share of wire (%)	wire (microns)	GRT usage, %
met1	42	181	1.62
met4	0	0	0.880
met5	0	0	0
met2	33	144	1.61
met3	25	106	2.16
-- report_power, final --
part	internal (uW)	switching, uW
clock	70.5	32.2
combinational	32.7	15.8
sequential	113	12.2
total	217	60.2
Power and IR drop assume default switching activity.
